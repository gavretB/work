--- run.sh ---
#!/bin/bash
# OpenROAD 26Q1-2900-gdf79404cd8, Yosys 0.63+post, stock flow scripts
make -C /OpenROAD-flow-scripts/flow DESIGN_CONFIG=/design/flow/config.mk WORK_HOME=/design/flow/orfs finish
--- config.mk ---
export PLATFORM = sky130hd
export DESIGN_NAME = random
export DESIGN_NICKNAME = random
export VERILOG_FILES = /design/flow/design.v
export SDC_FILE = /design/flow/constraint.sdc
export NUM_CORES = 4
export LEC_CHECK = 1
export CORE_UTILIZATION = 40
--- constraint.sdc ---
current_design random

set clk_period 12.0
set clk_io_pct 0.2

create_clock -name clk0 -period $clk_period [get_ports {clock}]

set non_clock_inputs [all_inputs -no_clocks]
set_input_delay [expr $clk_period * $clk_io_pct] -clock clk0 $non_clock_inputs
set_output_delay [expr $clk_period * $clk_io_pct] -clock clk0 [all_outputs]
--- design.v ---
module random(
clock,
reset_c,
dchance1,
dchance2,
d_count,
game_s,
Pnum0,
Pnum1,
Pnum2,
Pnum3,
Pnum4,
Pnum5,
Pnum6,
Pnum7,
Pnum8,
Pnum9,
suit0,
suit1,
suit2,
suit3,
suit4,
suit5,
suit6,
suit7,
suit8,
suit9,
Dnum0,
Dnum1
);
input clock;
input reset_c;
input dchance1;
input dchance2;
input [1:0] d_count;
input [1:0] game_s;
output [3:0] Pnum0;
output [3:0] Pnum1;
output [3:0] Pnum2;
output [3:0] Pnum3;
output [3:0] Pnum4;
output [3:0] Pnum5;
output [3:0] Pnum6;
output [3:0] Pnum7;
output [3:0] Pnum8;
output [3:0] Pnum9;
output [2:0] suit0;
output [2:0] suit1;
output [2:0] suit2;
output [2:0] suit3;
output [2:0] suit4;
output [2:0] suit5;
output [2:0] suit6;
output [2:0] suit7;
output [2:0] suit8;
output [2:0] suit9;
output [3:0] Dnum0;
output [3:0] Dnum1;
wire clock;
wire reset_c;
wire dchance1;
wire dchance2;
wire [1:0] d_count;
wire [1:0] game_s;
reg [3:0] Pnum0;
reg [3:0] Pnum1;
reg [3:0] Pnum2;
reg [3:0] Pnum3;
reg [3:0] Pnum4;
reg [3:0] Pnum5;
reg [3:0] Pnum6;
reg [3:0] Pnum7;
reg [3:0] Pnum8;
reg [3:0] Pnum9;
reg [2:0] suit0;
reg [2:0] suit1;
reg [2:0] suit2;
reg [2:0] suit3;
reg [2:0] suit4;
reg [2:0] suit5;
reg [2:0] suit6;
reg [2:0] suit7;
reg [2:0] suit8;
reg [2:0] suit9;
reg [3:0] Dnum0;
reg [3:0] Dnum1;
reg [3:0] rand_n0;
reg [3:0] rand_n1;
reg [3:0] rand_n2;
reg [3:0] rand_n3;
reg [3:0] rand_n4;
reg [3:0] rand_n5;
reg [3:0] rand_n6;
reg [3:0] rand_n7;
reg [3:0] rand_n8;
reg [3:0] rand_n9;
reg [3:0] rand_dn0;
reg [3:0] rand_dn1;
reg [3:0] rand_dn2;
reg [3:0] rand_dn3;
reg [3:0] rand_dn4;
reg [3:0] rand_dn5;
reg [2:0] rand_s0;
reg [2:0] rand_s1;
reg [2:0] rand_s2;
reg [2:0] rand_s3;
reg [2:0] rand_s4;
reg [2:0] rand_s5;
reg [2:0] rand_s6;
reg [2:0] rand_s7;
reg [2:0] rand_s8;
reg [2:0] rand_s9;
reg [7:0] count;
always @(posedge clock or negedge reset_c) begin
	if (~reset_c) begin
		count = 0;
		rand_n0 = 1;
		rand_n1 = 1;
		rand_n2 = 1;
		rand_n3 = 1;
		rand_n4 = 1;
		rand_n5 = 1;
		rand_n6 = 1;
		rand_n7 = 1;
		rand_n8 = 1;
		rand_n9 = 1;
		rand_s0 = 1;
		rand_s1 = 1;
		rand_s2 = 1;
		rand_s3 = 1;
		rand_s4 = 1;
		rand_s5 = 1;
		rand_s6 = 1;
		rand_s7 = 1;
		rand_s8 = 1;
		rand_s9 = 1;
		rand_dn0 = 1;
		rand_dn1 = 1;
		rand_dn2 = 1;
		rand_dn3 = 1;
		rand_dn4 = 1;
		rand_dn5 = 1;
	end
	else if (game_s == 2'b01) begin
		Pnum0 = rand_n0;
		Pnum1 = rand_n1;
		Pnum2 = rand_n2;
		Pnum3 = rand_n3;
		Pnum4 = rand_n4;
		Pnum5 = rand_n5;
		Pnum6 = rand_n6;
		Pnum7 = rand_n7;
		Pnum8 = rand_n8;
		Pnum9 = rand_n9;
		suit0 = rand_s0;
		suit1 = rand_s1;
		suit2 = rand_s2;
		suit3 = rand_s3;
		suit4 = rand_s4;
		suit5 = rand_s5;
		suit6 = rand_s6;
		suit7 = rand_s7;
		suit8 = rand_s8;
		suit9 = rand_s9;
	end
	else if (game_s == 2'b10 && d_count == 2'b0 && dchance1 == 1'b1  ) begin
		Dnum0 = rand_dn0;
		Dnum1 = rand_dn1;
	end
	else if (game_s == 2'b10 && d_count == 2'b01 && dchance2 == 1'b1  ) begin
		Dnum0 = rand_dn2;
		Dnum1 = rand_dn3;
	end
	else if (game_s == 2'b10 && d_count == 2'b10 && dchance2 == 1'b1  ) begin
		Dnum0 = rand_dn4;
		Dnum1 = rand_dn5;
	end
	else begin
		if (count == 8'b11111111) begin
			count = 8'b0;
		end
		count = count + 1'b1;
		rand_n0 = rand_n0 + 1'b1;
		if (rand_n0 == 4'd14) begin
			rand_n0 = 4'b0001;
		end
		if (count % 2 == 0) begin
			rand_n1 = rand_n1 + 1'b1;
		end
		if (rand_n1 == 4'd14) begin
			rand_n1 = 4'b0001;
		end		
		if (count % 3 == 0) begin
			rand_n2 = rand_n2 + 1'b1;
		end
		if (rand_n2 == 4'd14) begin
			rand_n2 = 4'b0001;
		end		
		if (count % 5 == 0) begin
			rand_n3 = rand_n3 + 1'b1;
		end
		if (rand_n3 == 4'd14) begin
			rand_n3 = 4'b0001;
		end		
		if (count % 7 == 0) begin
			rand_n4 = rand_n4 + 1'b1;
		end
		if (rand_n4 == 4'd14) begin
			rand_n4 = 4'b0001;
		end		
		if (count % 11 == 0) begin
			rand_n5 = rand_n5 + 1'b1;
		end
		if (rand_n5 == 4'd14) begin
			rand_n5 = 4'b0001;
		end		
		if (count % 13 == 0) begin
			rand_n6 = rand_n6 + 1'b1;
		end
		if (rand_n6 == 4'd14) begin
			rand_n6 = 4'b0001;
		end		
		if (count % 17 == 0) begin
			rand_n7 = rand_n7 + 1'b1;
		end
		if (rand_n7 == 4'd14) begin
			rand_n7 = 4'b0001;
		end		
		if (count % 19 == 0) begin
			rand_n8 = rand_n8 + 1'b1;
		end
		if (rand_n8 == 4'd14) begin
			rand_n8 = 4'b0001;
		end		
		if (count % 23 == 0) begin
			rand_n9 = rand_n9 + 1'b1;
		end
		if (rand_n9 == 4'd14) begin
			rand_n9 = 4'b0001;
		end		
		rand_s0 = rand_s0 + 1'b1;
		if (rand_s0 == 3'd5) begin
			rand_s0 = 3'b001;
		end		
		if (count % 2 == 0) begin
			rand_s1 = rand_s1 + 1'b1;
		end
		if (rand_s1 == 3'd5) begin
			rand_s1 = 3'b001;
		end		
		if (count % 3 == 0) begin
			rand_s2 = rand_s2 + 1'b1;
		end
		if (rand_s2 == 3'd5) begin
			rand_s2 = 3'b001;
		end		
		if (count % 5 == 0) begin
			rand_s3 = rand_s3 + 1'b1;
		end
		if (rand_s3 == 3'd5) begin
			rand_s3 = 3'b001;
		end		
		if (count % 7 == 0) begin
			rand_s4 = rand_s4 + 1'b1;
		end
		if (rand_s4 == 3'd5) begin
			rand_s4 = 3'b001;
		end		
		if (count % 11 == 0) begin
			rand_s5 = rand_s5 + 1'b1;
		end
		if (rand_s5 == 3'd5) begin
			rand_s5 = 3'b001;
		end		
		if (count % 13 == 0) begin
			rand_s6 = rand_s6 + 1'b1;
		end
		if (rand_s6 == 3'd5) begin
			rand_s6 = 3'b001;
		end		
		if (count % 17 == 0) begin
			rand_s7 = rand_s7 + 1'b1;
		end
		if (rand_s7 == 3'd5) begin
			rand_s7 = 3'b001;
		end		
		if (count % 19 == 0) begin
			rand_s8 = rand_s8 + 1'b1;
		end
		if (rand_s8 == 3'd5) begin
			rand_s8 = 3'b001;
		end		
		if (count % 23 == 0) begin
			rand_s9 = rand_s9 + 1'b1;
		end
		if (rand_s9 == 3'd5) begin
			rand_s9 = 3'b001;
		end		
		rand_dn0 = rand_dn0 + 1'b1;
		if (rand_dn0 == 4'd14) begin
			rand_dn0 = 4'b0001;
		end
		if (count % 2 == 0) begin
			rand_dn1 = rand_dn1 + 1'b1;
		end
		if (rand_dn1 == 4'd14) begin
			rand_dn1 = 4'b0001;
		end		
		if (count % 3 == 0) begin
			rand_dn2 = rand_dn2 + 1'b1;
		end
		if (rand_dn2 == 4'd14) begin
			rand_dn2 = 4'b0001;
		end		
		if (count % 5 == 0) begin
			rand_dn3 = rand_dn3 + 1'b1;
		end
		if (rand_dn3 == 4'd14) begin
			rand_dn3 = 4'b0001;
		end		
		if (count % 7 == 0) begin
			rand_dn4 = rand_dn4 + 1'b1;
		end
		if (rand_dn4 == 4'd14) begin
			rand_dn4 = 4'b0001;
		end		
		if (count % 11 == 0) begin
			rand_dn5 = rand_dn5 + 1'b1;
		end
		if (rand_dn5 == 4'd14) begin
			rand_dn5 = 4'b0001;
		end				
	end
end
endmodule
==> job_summary.md <==
## Implementation flow summary

| Metric | Value |
|---|---|
| Post-route worst setup slack | `1127 ps` |
| Synthesized area divided by synthesized cell count | `7.861 sq um` |
| Via count of the first global-routing pass | `approximately 17,000` |
| Top area cell types | `sky130_fd_sc_hd__edfxtp_1, sky130_fd_sc_hd__dfrtp_1, sky130_fd_sc_hd__ha_1, sky130_fd_sc_hd__nand2_1, sky130_fd_sc_hd__o21ai_0` |
| Cells resized by post-CTS repair | `0` |
| DR vias/cell | `6.190` |
| Final estimated routing congestion in global placement | `0.9729` |
| Max stage delay on crit path | `620 ps` |
| GRT Resource Usage Total | `23.47%` |
| Async set or reset register ratio after synthesis | `56.67%` |
| Family with the most delay on the worst path | `AND-OR/OR-AND gates` |
| Setup tns final | `0 ps` |
| Bufs and invs on worst path | `6` |
| HPWL after detailed placement | `40.79 mm` |
| Launch point of the worst hold path | `rand_s5[2]` |
| Cts hold-fix bufs | `0` |
| Chip Footprint | `48,610 sq um` |
| Pin count of the biggest net entering global routing | `around 60` |
| Sequential Area | `around 4900 sq um` |
| Worst EP arrival | `between 10,000 and 15,000 ps` |
| Worst relative slew slack | `40.68%` |
| Commonest cells in the synthesized netlist | `sky130_fd_sc_hd__nand2_1, sky130_fd_sc_hd__nor2_1, sky130_fd_sc_hd__o21ai_0` |
| Number of logged tool warnings | `approximately 48` |
| Width of the die | `220.5 microns` |
| Total of warnings raised by yosys | `1` |
| Worst reg2reg path endpoint | `rand_s3[1]` |
| Hold Path Cell Cnt | `0` |
| Library cell with the largest summed area after synthesis | `sky130_fd_sc_hd__edfxtp_1` |
| FILL cells | `~4,500` |
| Fmax achieved | `91.97 MHz` |
| Cells after synthesis | `2,429` |
| Depth of the most critical reg-to-reg path | `~41` |
| DP Area | `20,450 sq um` |
| Classification of the worst-slack hold path | `flop to flop` |
| First DRT Iteration DRCs | `1,640` |
| Antenna violations before repair | `0` |
| Floorplan row count | `79` |
| EDFF count, synth | `78` |
| Synthesized cell area | `19,090 sq um` |
| Critical path fanouts, max | `32` |
| Core area | `46,850 sq um` |
| Max-Cap Viols | `0` |
| DIE HEIGHT | `220.5 microns` |
| Element type at the critical path start | `flop` |
| Hold Vio Cnt, Final | `0` |
| Flip-flop count of the largest register, all copies and words added | `8` |
| Unique masters post-synth | `120` |
| Core Density at Floorplan | `between 40% and 50%` |
| P&R area growth vs syn | `10.37%` |
| Total I/O pin count | `86` |
| Grt total ovfl | `0` |
| IO Port Bufs | `about 85` |
| Post-detailed-route wirelength per cell | `roughly 18 microns` |
| Clock-pin transition on the worst setup and hold timing paths | `approximately 80 ps` |
| Post-Route WL | `56.43 mm` |
| Worst-margin pin slew | `around 880 ps` |
| Iteration count of the initial detailed-routing pass | `29` |
| Period utilization | `90.61%` |
| Worst path slowest cell | `sky130_fd_sc_hd__dfrtp_1` |
| Register bit total from synthesis | `180` |
| Unrepaired setup endpoints after global routing | `no` |
| CP endpoint kind | `flop` |
| Fraction of synthesized cell area taken by the top area cell type | `12.27%` |
| Chip area in the Yosys report | `19,090 sq um` |
| Routed via count | `18,950` |
| Clock network latency to the later pin of the worst-skew pair | `450 ps` |
| First-pass GRT wire length | `about 90 mm` |
| Clock Tree Buf Depth | `2` |
| # setup viols final | `0` |
| Pre-CTS setup slack | `1325 ps` |
| WP data required | `about 12,000 ps` |
| Combinational cell area excluding buffers and inverters | `about 13,000 sq um` |
| Type of the worst setup path | `flop to flop` |
| Start of the worst register-to-register path | `count[1]` |
| Number of buffers created by CTS | `17` |
| Result of the run | `finished clean` |
| TritonCTS clock tree | `done` |
| Worst min-delay path endpoint | `suit5[2]` |
| Antenna-violating nets left | `0` |
| Number of levels in the clock H-tree | `4` |
| Worst setup slack for register-to-register paths | `1130 ps` |
| Root Buffer Master | `sky130_fd_sc_hd__clkbuf_16` |
| Dominant synthesized flop cell | `sky130_fd_sc_hd__edfxtp_1` |
| Sequential share of the synthesized area | `25.80%` |
| Proportion of layout cells with a drive suffix above 1 | `8.354%` |
| Layout Cell Area excl Fill | `21,080 sq um` |
| Fin Clk Skew | `about 17 ps` |
| Post-synthesis cell count from yosys | `2,429` |
| Critical Path Most Common Cell | `sky130_fd_sc_hd__ha_1` |
| # DRC | `0` |
| Postcts setup bufs | `0` |
| Total inserted antenna cells | `0` |
| Number of sinks handled by clock tree synthesis | `about 180` |
| Number of slew-limit violations in the final report | `0` |
| Final min period | `10,870 ps` |
| Post-synthesis cell type with the largest instance count | `sky130_fd_sc_hd__nand2_1` |
-- per-stage QoR --
step	util, %	hold slack [ps]	std cells
2_1_floorplan	-	423.1	2429
3_3_place_gp	43.65	443.8	3029
3_5_place_dp	43.65	442.3	3029
4_1_cts	44.98	462.4	3061
5_1_grt	44.98	477.0	3061
6_report	44.98	464.1	3061
-- logic make-up after synthesis --
logic type               Yosys count  synth area share, %
AND-OR/OR-AND                    862                31.03
adder cells (fa/ha/maj)           78                5.098
flip-flops                       180                25.80
AND/OR/NAND/NOR                  914                24.10
XOR/XNOR                         121                5.662
multiplexers                      70                3.840
buffers and inverters            204                4.462
-- cell type report --
class / instances / share of cell area, %
Timing Repair Buffer: 123 / 5.379
Sequential cell: 180 / 23.38
Tap cell: 607 / 3.604
Multi-Input combinational cell: 2045 / 63.35
Clock buffer: 18 / 2.036
Clock inverter: 14 / 0.9321
Inverter: 74 / 1.318
-- worst max-delay path by stage --
stage	slack, ps	from	cells after the start	to
6_report	1130	count[1]	41	rand_s3[1]
5_1_grt	400	count[1]	41	rand_s3[1]
4_1_cts	1280	count[1]	41	rand_s3[1]
-- cell usage in the layout (no fill, tap or decap), types with 20 or more instances in the layout --
cell type                         instances
sky130_fd_sc_hd__o21ai_0                183
sky130_fd_sc_hd__nor2b_1                 34
sky130_fd_sc_hd__a211oi_1                30
sky130_fd_sc_hd__and3_1                  25
sky130_fd_sc_hd__xnor2_1                 79
sky130_fd_sc_hd__and2_1                  22
sky130_fd_sc_hd__mux2i_1                 44
sky130_fd_sc_hd__o211ai_1                41
sky130_fd_sc_hd__inv_1                   69
sky130_fd_sc_hd__ha_1                    77
sky130_fd_sc_hd__or3_1                   23
sky130_fd_sc_hd__xor2_1                  40
sky130_fd_sc_hd__edfxtp_1                78
sky130_fd_sc_hd__nor3_1                  88
sky130_fd_sc_hd__a21o_1                  28
sky130_fd_sc_hd__nand2_1                247
sky130_fd_sc_hd__a21oi_1                178
sky130_fd_sc_hd__nand4_1                 32
sky130_fd_sc_hd__o31ai_1                 20
sky130_fd_sc_hd__buf_4                   39
sky130_fd_sc_hd__a31oi_1                 40
sky130_fd_sc_hd__mux2_2                  24
sky130_fd_sc_hd__nor2_1                 210
sky130_fd_sc_hd__o22ai_1                 32
sky130_fd_sc_hd__nand2b_1                28
sky130_fd_sc_hd__nand3_1                 90
sky130_fd_sc_hd__dfstp_2                 26
sky130_fd_sc_hd__o21a_1                  28
sky130_fd_sc_hd__dfrtp_1                 76
sky130_fd_sc_hd__clkdlybuf4s50_1         84
-- layer usage --
| metal | global-route usage, % | part of all wire [%] |
|---|---|---|
| met5 | 0 | 0 |
| met4 | 4.322 | 2.0 |
| met2 | 36.27 | 45 |
| met3 | 2.428 | 5.6 |
| met1 | 36.39 | 48 |
