--- ./design.v ---
module bcd (
cur_addr_b,
Wdata_b,
rd1_b,
rd2_b,
_const_b,
sc_b,
disp_b,
sp_b,
load_d_b,
store_d_b,
cur_addr_d,
Wdata_d,
rd1_d,
rd2_d,
_const_d,
sc_d,
disp_d,
sp_d,
load_d_d,
store_d_d
);
input wire [11:0]   cur_addr_b;    
input wire [7:0]    Wdata_b;       
input wire [7:0]    rd1_b;
input wire [7:0]    rd2_b;
input wire [7:0]    _const_b;
input wire [2:0]    sc_b;
input wire [7:0]   disp_b;
input wire [2:0]    sp_b;
input wire [7:0]    load_d_b;
input wire [7:0]    store_d_b;
output wire [15:0]  cur_addr_d;
output wire [16:0]  Wdata_d;
output wire [16:0]  rd1_d;
output wire [16:0]  rd2_d;
output wire [16:0]  _const_d;
output wire [15:0]  sc_d;
output wire [16:0]  disp_d;
output wire [15:0]  sp_d;
output wire [16:0]  load_d_d;
output wire [16:0]  store_d_d;
assign cur_addr_d = bcd_16(cur_addr_b);
assign Wdata_d = signed_bcd_8(Wdata_b);
assign rd1_d = signed_bcd_8(rd1_b);
assign rd2_d = signed_bcd_8(rd2_b);
assign _const_d = signed_bcd_8(_const_b);
assign sc_d = bcd_8(sc_b);
assign disp_d = signed_bcd_8(disp_b);
assign sp_d = bcd_8(sp_b);
assign load_d_d = signed_bcd_8(load_d_b);
assign store_d_d = signed_bcd_8(store_d_b);
function [15:0] bcd_16;
  input [7:0]  input_b;
  reg [15:0]  b1000;
  reg [15:0]  b100;
  reg [15:0]  b10;
  reg [15:0]  b1;
  begin
    b1000 = input_b / 16'd1000;
    b100 = input_b % 16'd1000 / 16'd100;
    b10 = input_b % 16'd1000 % 16'd100 / 16'd10;
    b1 = input_b % 16'd1000 % 16'd100 % 16'd10 / 16'd1;
    bcd_16[15:12] = b1000[3:0];
    bcd_16[11:8] = b100[3:0];
    bcd_16[7:4] = b10[3:0];
    bcd_16[3:0] = b1[3:0];
  end
endfunction
function [15:0] bcd_8;
  input [7:0]  input_b;
  reg [7:0]  b100;
  reg [7:0]  b10;
  reg [7:0]  b1;
  begin
    b100 = input_b / 8'd100;
    b10 = input_b % 8'd100 / 8'd10;
    b1 = input_b % 8'd100 % 8'd10 / 8'd1;
    bcd_8[15:12] = 4'b0000;
    bcd_8[11:8] = b100[3:0];
    bcd_8[7:4] = b10[3:0];
    bcd_8[3:0] = b1[3:0];
  end
endfunction
function [16:0] signed_bcd_16;
  input [15:0] input_b;
  reg [15:0]  signjudge;
  reg [15:0]  b1000;
  reg [15:0]  b100;
  reg [15:0]  b10;
  reg [15:0]  b1;
  begin
    signjudge =  
                (input_b[15]==1'b1) ? (~input_b+16'b00000001):
                input_b;
    b1000 = signjudge / 16'd1000;
    b100 = signjudge % 16'd1000 / 16'd100;
    b10 = signjudge % 16'd1000 % 16'd100 / 16'd10;
    b1 = signjudge % 16'd1000 % 16'd100 % 16'd10 / 16'd1;
    signed_bcd_16[16] = input_b[15];
    signed_bcd_16[15:12] = b1000[3:0];
    signed_bcd_16[11:8] = b100[3:0];
    signed_bcd_16[7:4] = b10[3:0];
    signed_bcd_16[3:0] = b1[3:0];
  end
endfunction
function [16:0] signed_bcd_12;
  input [11:0] input_b;
  reg [11:0]  signjudge;
  reg [11:0]  b1000;
  reg [11:0]  b100;
  reg [11:0]  b10;
  reg [11:0]  b1;
  begin
    signjudge =  
                (input_b[11]==1'b1) ? (~input_b+12'b000000000001):
                input_b;
    b1000 = signjudge / 12'd1000;
    b100 = signjudge % 12'd1000 / 12'd100;
    b10 = signjudge % 12'd1000 % 12'd100 / 12'd10;
    b1 = signjudge % 12'd1000 % 12'd100 % 12'd10 / 12'd1;
    signed_bcd_12[16] = input_b[11];
    signed_bcd_12[15:12] = b1000[3:0];
    signed_bcd_12[11:8] = b100[3:0];
    signed_bcd_12[7:4] = b10[3:0];
    signed_bcd_12[3:0] = b1[3:0];
  end
endfunction
function [16:0] signed_bcd_8;
  input [7:0] input_b;
  reg [7:0] signjudge;
  reg [7:0] b100;
  reg [7:0] b10;
  reg [7:0] b1;
  begin
    signjudge =  
                (input_b[7]==1'b1) ? (~input_b+8'b00000001):
                input_b;
    b100 = signjudge / 8'd100;
    b10 = signjudge % 8'd100 / 8'd10;
    b1 = signjudge % 8'd100 % 8'd10 / 8'd1;
    signed_bcd_8[16] = input_b[7];
    signed_bcd_8[15:12] = 4'b0000;
    signed_bcd_8[11:8] = b100[3:0];
    signed_bcd_8[7:4] = b10[3:0];
    signed_bcd_8[3:0] = b1[3:0];
  end
endfunction
endmodule
--- ./run.sh ---
#!/bin/bash
# OpenROAD 26Q1-2900-gdf79404cd8, Yosys 0.63+post, stock flow scripts
make -C /OpenROAD-flow-scripts/flow DESIGN_CONFIG=/design/flow/config.mk WORK_HOME=/design/flow/orfs finish
--- ./config.mk ---
export PLATFORM = sky130hd
export DESIGN_NAME = bcd
export DESIGN_NICKNAME = bcd
export VERILOG_FILES = /design/flow/design.v
export SDC_FILE = /design/flow/constraint.sdc
export NUM_CORES = 4
export LEC_CHECK = 1
export CORE_AREA = 10 10 145 145
export DIE_AREA = 0 0 155 155
--- ./constraint.sdc ---
current_design bcd

set clk_period 7.0
set clk_io_pct 0.2

create_clock -name clk0 -period $clk_period

set non_clock_inputs [all_inputs -no_clocks]
set_input_delay [expr $clk_period * $clk_io_pct] -clock clk0 $non_clock_inputs
set_output_delay [expr $clk_period * $clk_io_pct] -clock clk0 [all_outputs]
==> impl_metrics.toml <==
# yosys + openroad results
[status]
status = "complete, but fails checks"
violations = "setup timing"

[finish]
drive_gt1_frac = 0.2758
seq_cells = 0
flop_area_um2 = 0
fillers = 1672
n_clock_buffer = 0
area_delta_synth_final_pct = 57.20

[route]
postRouteWirelength_mm = 18.40
n_antenna_cell = 0
via_per_inst = 4.935
ant_nets = 0
dr.pass1.iters = 5
routedWlPerCell_um = 12.78
vias = 7107
drc = 0
drt_iter0_drc = 273

[grt]
grtUsageTotal = 0.1404
grt_pass1_vias = 6753
grt_pass1_wl_mm = 30.46
grt_antenna_before_repair = 0
grt_max_degree = 14
overflow = 0

[synth]
netlist_area_um2 = 5934
synthXorXnorAreaFrac = 0.1299
synth_cell_types = 88
ys_chip_area_um2 = 5934
most_common_cell = "buf_4"
synthCells = 907
avgSynthCellArea_um2 = 6.543
yosys.area_share.aoi = 0.2975
ys_sh_mux = 0.05988
synth-adder-area-share = 0.05440
ys_seq_frac = 0
topCombFamilyByArea = "AND-OR/OR-AND gates"
netlist_top_cells_count = "97 x buf_4, 96 x nand2_1, 95 x nor2_1"
yosys_warnings = 1
area_leaders = "buf_4 12%, xnor2_1 6.6%, nand2_1 6.1%, nor2_1 6.0%, xor2_1 5.6%"
ys_sh_simple = 0.2817
ys_cells = 907
top_cell_area_share = 0.1227
largest_area_cell = "buf_4"

[run]
warning_count = 41
drv_cap = 0

[hold_path]
min_path_cells = 0
hp-class = "in -> out"
hold_start = "sc_b[0]"

[placement]
portBuffers = 151
place_congestion = 0.9051
dp_hpwl_mm = 15.11

[floorplanning]
fp-row-count = 49
fp_util = 0.3304
die_h_um = 155
coreArea_um2 = 17960
die_w_um = 155
ios = 241
chipArea_um2 = 24030

[pwr]
ir_worst_vdd_v = 0.0002485
power_mw = 1.472
p_per_area_nw_per_um2 = 157.7
total_leakage_power_nw = 4.258

[sta]
hold_ws_ns = 2.800
fin_crit_ns = 7.482
finalCritPeriodShare = 1.069
slew_viol_final = 0
slew-limit-headroom = 0.4563
worst_slew_pin_slew_ns = 0.8070
fmax_mhz = 133.7
final-hold-violation-count = 0
setup_violations = 6
fin_ws_ns = -0.4822
rsz0062_at_grt = "yes"

[critical_path]
cp.required_ns = 5.60
end_kind = "output port"
startpoint_type = "primary input"
critPathKind = "in -> out"
crit_arrival_ns = 6.08
cp-startpoint = "cur_addr_b[4]"
cp_max_fo = 7
[stage by stage]
step	instances	setup WS [ns]	cell area, µm²	TNS, ns	util
after floorplan	980	-0.3070	6311	-1.156	-
after global placement	1411	-1.363	8541	-8.693	0.4754
after detailed placement	1411	-1.479	8541	-9.526	0.4754
after CTS	1432	-0.5204	8911	-2.688	0.4961
after global routing	1440	-0.7470	9329	-3.916	0.5193
final	1440	-0.4822	9329	-2.401	0.5193
[worst max-delay path, cell delays in order]
cell,delay [ns]
buf_8,0.08
inv_6,0.03
ha_4,0.14
or3_4,0.38
and2_4,0.17
ha_4,0.22
nor2b_4,0.13
o2111ai_4,0.13
nor4_4,0.33
o211a_4,0.28
a32o_2,0.24
a311oi_2,0.12
mux2_4,0.31
o211ai_4,0.25
nand2_4,0.12
o32a_1,0.36
mux2_4,0.30
a2111oi_4,0.35
o21ai_2,0.10
nand2_4,0.11
buf_6,0.10
mux2i_1,0.20
nand4_1,0.11
buf_2,0.12
[kinds of logic after synthesis]
family,count (synthesis)
other,1
multiplexers,34
AND/OR/NAND/NOR,335
buffers and inverters,175
adder cells (fa/ha/maj),27
XOR/XNOR,85
AND-OR/OR-AND,250
[power breakdown]
part | total [mW] | switching (mW) | internal [mW]
sequential | 0 | 0 | 0
clock | 0 | 0 | 0
combinational | 1.47 | 0.620 | 0.851
[layout by cell type (no fill, tap or decap), types with 7 or more instances in the layout]
cell type and n:
buf_6 11, a211oi_1 8, conb_1 74, inv_1 51, nand4_1 8, a31oi_1 9, a21oi_1 54, a21o_1 11
dlymetal6s2s_1 20, o21ai_1 9, or2_2 9, ha_1 14, nor2_1 90, nand2_1 93, o31ai_1 7, nand2b_1 13
nand3_1 22, and2_1 9, nor3_1 25, xor2_1 35, buf_4 191, a21boi_0 8, o211ai_1 12, o21ai_0 31
mux2i_1 25, o21ai_2 8, clkdlybuf4s50_1 116, xnor2_1 40, nor2b_1 12
[layout make-up]
cell class,count,area (µm²),share of cell area
inverter,53,203.9,0.02186
multi-input combinational,805,5744,0.6157
tap,229,286.5,0.03071
timing repair buffer,353,3094,0.3317
[worst paths after layout]
check | slack, ns | to
max | -0.48 | cur_addr_d[1]
min | 2.80 | sc_d[0]
[routing by layer]
layer	track usage	up-vias	part of all wire
met5	0	-	0
met4	0.004498	0	0.0015
met3	0.03219	2	0.072
met2	0.2400	210	0.47
met1	0.1853	3196	0.46
li1	-	3699	-
[timing repair]
action | 4_1_cts | 5_1_grt
buffers inserted | 21 | 9
endpoints found under the setup margin | 13 | 27
pin swaps | 39 | 36
gates resized | 81 | 97
hold buffers | 0 | 0
